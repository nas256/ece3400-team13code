$ cat flow/config.mk
export PLATFORM = sky130hd
export DESIGN_NAME = SPI_SLAVE
export DESIGN_NICKNAME = SPI_SLAVE
export VERILOG_FILES = /design/flow/design.v
export SDC_FILE = /design/flow/constraint.sdc
export NUM_CORES = 4
export LEC_CHECK = 1
export CORE_AREA = 10 10 103 103
export DIE_AREA = 0 0 113 113
$ cat flow/constraint.sdc
current_design SPI_SLAVE

set clk_period 2.1
set clk_io_pct 0.2

create_clock -name clk0 -period $clk_period [get_ports {clk}]

set non_clock_inputs [all_inputs -no_clocks]
set_input_delay [expr $clk_period * $clk_io_pct] -clock clk0 $non_clock_inputs
set_output_delay [expr $clk_period * $clk_io_pct] -clock clk0 [all_outputs]
$ cat flow/design.v
module SPI_SLAVE(clk, reset, sck, mosi, cs, input_shiftreg, done);
input clk;     
input reset;   
input sck;     
input mosi;    
input cs;      
output [15:0] input_shiftreg;
output        done;
reg       current_state = 0;  
reg [2:0] sck_record;  
always @(posedge clk)
  sck_record <= { sck_record[1:0], sck };
reg [2:0] cs_record;  
always @(posedge clk)
  cs_record <= { cs_record[1:0], cs };
reg [15:0] input_shiftreg;
reg [4 :0] bitcounter = 0;
wire done = (bitcounter == 16);
always @(posedge clk) begin
   if (cs_record[2:1] == 2'b01) begin  
	   current_state <= 0;  
		bitcounter <= 0;
   end else if (cs_record[2:1] == 2'b10) begin  
		bitcounter <= 0;  
		current_state <= 1;  
	end else if (current_state == 1'b1 && sck_record[2:1] == 2'b01) begin
		input_shiftreg = { input_shiftreg[14:0], mosi };
		bitcounter <= bitcounter + 1;
		if (bitcounter == 16)
			current_state <= 0;
	end else begin
		input_shiftreg <= input_shiftreg;
	end
end
endmodule
$ cat flow/run.sh
#!/bin/bash
# OpenROAD 26Q1-2900-gdf79404cd8, Yosys 0.63+post, stock flow scripts
make -C /OpenROAD-flow-scripts/flow DESIGN_CONFIG=/design/flow/config.mk WORK_HOME=/design/flow/orfs finish
==> flow_summary.ini <==
; physical design summary
[setup_path]
end_kind = output pin
start_kind = register
crit_arrival_ns = 1.54
cp_max_fo = 3
path_class = reg2out
ff2ff_setup_slack_ns = 0.64
required_ns = 1.68

[synthesis]
yosysTopAreaCellShare = 0.515
async_reset_ff_frac = 0
synthCells = 58
yosysWarnings = 1
topCellsByArea = edfxtp_1, dfxtp_1, ha_1
synthTopCellsByCount = edfxtp_1, dfxtp_1, inv_1, nor2_1, ha_1
netlist.top_cell.by_area = edfxtp_1
ys.flop_type = edfxtp_1
yosys.stat.chipArea_sq_um = 932
ys_types = 17
synthMostInstantiatedCell = edfxtp_1
syn_avg_cell_area_sq_um = 16.1
synth-edff-count = 16
ys.flops = 28
yosysCellCount = 58
synth_seq_share = 0.773
synthesis.area_sq_um = 932

[pwr]
p_sw_mw = 0.194
clock_power_share = 0.394
comb_power_share = 0.039
ir_worst_vdd_uv = 319
p_int_mw = 0.874
p_per_area_nw_per_um2 = 795
leakage_nw = 0.467
seqPwrFrac = 0.566
switching_share = 0.182

[detailed_routing]
ant_nets = 0
drt_iter0_drc = 26
first_pass_iters = 2
wl_per_cell_um = 8.68
viasPerCell = 2.66
vias = 500
drc = 0
drt-total-wl_um = 1630
antenna_cells = 0

[status]
outcome = finished clean

[clocking]
htree_levels = 1
cts_inserted_buffers = 3
insertion_delay_ns = 0.27
cts_tree = yes
clkTransAtPathRegs_ns = 0.10
ctsResizeCount = 0
cts_sinks = 28
cts_setup_buffers = 0
cts_hold_buffers = 0
clock-root-buffer = clkbuf_8
clockBufferDepth = 2

[job]
warning_count = 28
drv_cap = 0

[placed_design]
dp.final_hpwl_um = 1170
place.gp.congestion = 0.693
dp_cells = 184
place_area_sq_um = 1270
portBuffers = 20

[global_route]
grt_pass1_vias = 540
grt_use_total = 0.0262
grt_max_degree = 17
grt_overflow = 0
antenna_found_initial = 0
grt_pass1_wl_um = 2680

[floorplanning]
die-area_sq_um = 12800
coreArea_sq_um = 8300
ios = 22
die-height_um = 113
rows = 33
die_x_um = 113
floorplan.core_util = 0.112

[final_timing]
hold_violations = 0
rsz0062_at_grt = false
slew_violations = 0
fin_skew_ns = 0.00299
tightest_slew_ns = 0.222
finalSetupTns_ns = 0
min_period_ns = 1.96
max_slew_margin = 0.852
finalClockPeriodUsage = 0.934
setup_viol = 0
max_freq_mhz = 510

[finish]
area_delta_synth_final_pct = 44.0
drive_gt1_frac = 0.0843
fill_cells = 908
final_core_util = 0.162
final_area_sq_um = 1340
stdcell_count = 188

[min_path]
hp-class = reg2reg
flip-flops by register name, indices dropped and copies added (netlist names):
register and cells:
sck_record 3, cs_record 3, current_state 1, bitcounter 5
input_shiftreg 16
stage by stage:
| step | hold slack (ns) | power (mW) | worst slack (ns) |
|---|---|---|---|
| final | 0.336 | 1.07 | 0.139 |
| after global routing | 0.349 | 1.12 | 0.0392 |
| after CTS | 0.338 | 1.09 | 0.0953 |
| after detailed placement | 0.312 | 0.661 | 0.422 |
| after global placement | 0.310 | 0.660 | 0.418 |
| after floorplan | 0.310 | 0.634 | 0.292 |
metal layers:
metal / share of wire / track usage / vias up
met5: 0 / 0 / -
met4: 0.0037 / 0.00169 / 0
met3: 0.12 / 0.0182 / 2
met2: 0.39 / 0.0342 / 18
met1: 0.49 / 0.0362 / 227
li1: - / - / 253
area by class of cell:
cell class | count | area [sq um] | share of cell area
clock inverters | 1 | 30.0 | 0.0224
inverters | 5 | 18.8 | 0.0140
clock buffers | 3 | 41.3 | 0.0308
multi-input cells | 25 | 193 | 0.144
repair buffers | 21 | 208 | 0.155
well taps | 105 | 131 | 0.0979
flip-flops and latches | 28 | 721 | 0.537
worst paths after layout:
check | to | startpoint | cells past startpoint
setup / recovery | done | bitcounter[0] | 4
hold / removal | cs_record[1] | cs_record[0] | 0
setup reg to reg | input_shiftreg[11] | cs_record[1] | 5
hold reg to reg | cs_record[1] | cs_record[0] | 0
power by group through the flow:
stage                 clock, mW  sequential [mW]  combinational, mW
final                     0.421            0.605             0.0418
after global routing      0.463            0.608             0.0497
after CTS                 0.446            0.605             0.0434
critical path, cell delays in order, from the launching register on:
cell and delay, ns:
dfxtp_1 0.37, inv_1 0.08, ha_1 0.19, and4bb_2 0.22, clkdlybuf4s50_1 0.41
cells in the final DEF (no fill, tap or decap):
master,n
nor2_1,5
o21ai_0,2
dfxtp_1,12
and4bb_2,1
mux2i_1,1
nor3_1,1
or3_1,2
inv_1,5
xor2_1,1
nand3b_4,1
clkdlybuf4s50_1,20
nand3_1,2
a21oi_1,2
ha_1,4
edfxtp_1,16
nand4b_1,1
buf_4,1
bufinv_16,1
nor3b_1,1
xnor2_1,1
clkbuf_8,3
kinds of logic after synthesis:
logic type	synth area share
DFF	0.773
adders and majority gates	0.0537
xor gates and xnor gates	0.0188
AOI/OAI and AO/OA	0.0215
muxes	0.0107
buffers and inverters	0.0201
and+or+nand+nor	0.102
Power and IR drop assume default switching activity.
